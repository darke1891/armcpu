==> flow/design.v <==
module alu(
	input [31:0] opr1,
	input [31:0] opr2,
	input [31:0] sa_imm,
	input [7-1:0] opt,
	output reg [31:0] result,
	output reg illegal_opt);
	always @(*) begin
		illegal_opt = 0;
		result = 0;
		case (opt)
			7'h00:
				result = opr2 << sa_imm;
			7'h02:
				result = $unsigned(opr2) >> sa_imm;
			7'h03:
				result = $signed(opr2) >>> sa_imm;
			7'h04:
				result = opr2 << opr1;
			7'h06:
				result = $unsigned(opr2) >> opr1;
			7'h07:
				result = $signed(opr2) >>> opr1;
			7'h21:
				result = opr1 + opr2;
			7'h23:
				result = opr1 - opr2;
			7'h24:
				result = opr1 & opr2;	
			7'h25:
				result = opr1 | opr2;
			7'h26:
				result = opr1 ^ opr2;
			7'h27:
				result = ~(opr1 | opr2);
			7'h2A:
				result = $signed(opr1) < $signed(opr2) ? 32'b1 : 0;
			7'h2B:
				result = $unsigned(opr1) < $unsigned(opr2) ? 32'b1 : 0;
			7'h40:
				result = {opr2[31:16], 16'b0};
			7'h41:
				result = opr1;
			7'h18: ;	 
			default: begin
				illegal_opt = 1;
			end
		endcase
	end
endmodule
`timescale 1ns/1ps
module stage_ex(
	input clk,
	input rst,
	input stall,
	input clear,
	input [(5+2+1+7+4+5+129)-1:0] interstage_id2ex,
	input [31:0] reg1_data,
	input [31:0] reg2_data,
	output branch_flag,
	output [31:0] branch_dest,
	output reg wb_from_alu,
	output reg mult_start,
	output reg [31:0] mult_opr1,
	output reg [31:0] mult_opr2,
	output [(5+4+5+160)-1:0] interstage_ex2mem);
	wire [5-1:0] exc_code_id2ex;
wire [31:0] exc_epc_id2ex;
wire [31:0] exc_badvaddr_id2ex;
wire [2-1:0] branch_opt_id2ex;
wire [32:0] branch_dest_id2ex;
wire [31:0] alu_sa_imm;
wire [1-1:0] alu_src;
wire [7-1:0] alu_opt;
wire [4-1:0] mem_opt_id2ex;
wire [5-1:0] wb_reg_addr_id2ex;
assign { exc_code_id2ex,exc_epc_id2ex,exc_badvaddr_id2ex,branch_opt_id2ex,branch_dest_id2ex,alu_sa_imm,alu_src,alu_opt,mem_opt_id2ex,wb_reg_addr_id2ex } = interstage_id2ex;
	reg [5-1:0] exc_code_ex2mem;
reg [31:0] exc_epc_ex2mem;
reg [31:0] exc_badvaddr_ex2mem;
reg [31:0] mem_addr_ex2mem;
reg [31:0] mem_data_ex2mem;
reg [4-1:0] mem_opt_ex2mem;
reg [5-1:0] wb_reg_addr_ex2mem;
reg [31:0] alu_result;
assign interstage_ex2mem = { exc_code_ex2mem,exc_epc_ex2mem,exc_badvaddr_ex2mem,mem_addr_ex2mem,mem_data_ex2mem,mem_opt_ex2mem,wb_reg_addr_ex2mem,alu_result };
	wire [31:0] result_from_alu;
	wire alu_illegal_opt;
	alu ualu(
		.opr1(reg1_data),
		.opr2(alu_src == 1'b0 ? alu_sa_imm : reg2_data),
		.sa_imm(alu_sa_imm),
		.opt(alu_opt), .result(result_from_alu),
		.illegal_opt(alu_illegal_opt));
	assign branch_flag = (
		(branch_opt_id2ex == 2'b01 && !result_from_alu) ||
		(branch_opt_id2ex == 2'b10 && result_from_alu) ||
		(branch_opt_id2ex == 2'b11));
	assign branch_dest =
		branch_dest_id2ex[32] ? reg2_data : branch_dest_id2ex[31:0];
	always @(posedge clk) begin
		mult_start <= 1'b0;	 
		if (rst || !stall || clear) begin
			mem_opt_ex2mem <= 4'b0000;
			wb_reg_addr_ex2mem <= 0;
			exc_code_ex2mem <= 5'h10;
			wb_from_alu <= 0;
		end
		if (!stall && !clear) begin
			wb_from_alu <= 0;
			exc_epc_ex2mem <= exc_epc_id2ex;
			exc_badvaddr_ex2mem <= exc_badvaddr_id2ex;
			if (exc_code_id2ex != 5'h10)
				exc_code_ex2mem <= exc_code_id2ex;
			else if (alu_illegal_opt) begin
				exc_code_ex2mem <= 5'h0a;
				exc_badvaddr_ex2mem <= {4'hf,
					{28-7{1'b0}}, alu_opt};
			end
			else begin
				if (alu_opt == 7'h18) begin
					mult_start <= 1'b1;
					mult_opr1 <= reg1_data;
					mult_opr2 <= reg2_data;
				end
				alu_result <= result_from_alu;
				wb_reg_addr_ex2mem <= wb_reg_addr_id2ex;
				mem_opt_ex2mem <= mem_opt_id2ex;
				mem_addr_ex2mem <= result_from_alu;
				mem_data_ex2mem <= reg2_data;
				wb_from_alu <= mem_opt_id2ex == 4'b0000;
			end
		end
	end
endmodule
==> flow/run.sh <==
#!/bin/bash
# OpenROAD 26Q1-2900-gdf79404cd8, Yosys 0.63+post, stock flow scripts
make -C /OpenROAD-flow-scripts/flow DESIGN_CONFIG=/design/flow/config.mk WORK_HOME=/design/flow/orfs finish
==> flow/constraint.sdc <==
current_design stage_ex

set clk_period 22.8
set clk_io_pct 0.2

create_clock -name clk0 -period $clk_period [get_ports {clk}]

set non_clock_inputs [all_inputs -no_clocks]
set_input_delay [expr $clk_period * $clk_io_pct] -clock clk0 $non_clock_inputs
set_output_delay [expr $clk_period * $clk_io_pct] -clock clk0 [all_outputs]
==> flow/config.mk <==
export PLATFORM = sky130hd
export DESIGN_NAME = stage_ex
export DESIGN_NICKNAME = stage_ex
export VERILOG_FILES = /design/flow/design.v
export SDC_FILE = /design/flow/constraint.sdc
export NUM_CORES = 4
export LEC_CHECK = 1
export CORE_UTILIZATION = 40
==> impl_metrics.ini <==
; implementation run metrics
[synth]
syn_inst = 2503
async_flop_share_pct = 0
synth_cell_types = 106
ys_sh_xor_pct = 1.759
top_area_share_pct = 27.71
avgSynthCellArea_sq_um = 8.357
ys_sh_mux_pct = 7.022
synthTopLogicFamily = AND-OR/OR-AND gates
mappedNetlistArea_sq_mm = 0.02092
area_leaders = edfxtp_1, ha_1, a21oi_1, mux2i_1, o21ai_0
edf_count = 193
ys_cells = 2503
synth-main-ff-cell = edfxtp_1
yosys_warnings = 2
fa_ha_area_share_pct = 5.934
ys_area_sq_mm = 0.02092
ys_sh_aoi_pct = 30.25
top_area_cell = edfxtp_1
ys_sh_simple_pct = 18.96
ys_seq_share_pct = 29.14
ys_ff = 208

[clock_tree]
cts_setup_buffers = 0
clock_path_buffers = 3
cts_resized = 0
clockRootBuffer = clkbuf_16
numCtsBuffers = 24
cts_hold_buf = 0
h-tree-depth = 1
cts.sink_count = 208

[global_route]
overflow = 8
grtUsageTotal_pct = 57.12
grt_max_degree = 69
grt_pass1_wl_um = 203600
grt_pass1_vias = 26230

[place]
dpl_cell_area_sq_mm = 0.02673
dp_hpwl_um = 115200
port_buffers = 493
gp_congestion = 1.233

[run_status]
status = did not finish
stop_error = [ERROR GRT-0116] Global routing finished with congestion. Check the congestion regions in the DRC Viewer.
outcome.stop_stage = global routing

[die]
initCoreUtil_pct = 40.61
die_h_um = 230.7
rows = 83
io_pins = 494
die_width_um = 230.7
[cell usage after synthesis, types with 26 or more instances]
| cell | n |
|---|---|
| edfxtp_1 | 193 |
| a31oi_1 | 38 |
| o21ai_0 | 143 |
| a21o_1 | 26 |
| buf_2 | 65 |
| o22ai_1 | 33 |
| mux2i_1 | 87 |
| inv_1 | 87 |
| a22oi_1 | 30 |
| nand3_1 | 87 |
| nand2_1 | 182 |
| a22o_1 | 26 |
| and2_1 | 31 |
| xnor2_1 | 32 |
| clkbuf_1 | 89 |
| a211oi_1 | 43 |
| o211ai_1 | 65 |
| nor3_1 | 88 |
| nor4_1 | 36 |
| nor2_1 | 184 |
| a21oi_1 | 214 |
| mux2_2 | 45 |
| ha_1 | 96 |
| buf_4 | 40 |
[per-stage QoR]
| step | instances | setup slack (ns) | hold WS, ns | power (mW) |
|---|---|---|---|---|
| 3_5_place_dp | 3606 | 5.691 | 0.4651 | 0.9100 |
| 2_1_floorplan | 2503 | 8.930 | 0.4198 | 0.6759 |
| 3_3_place_gp | 3606 | 5.717 | 0.4591 | 0.9050 |
| 4_1_cts | 3650 | 5.632 | 0.4838 | 1.303 |
[per-layer routing]
metal  GRT overflow  GRT usage, %
met3              2         36.48
met1              2         68.42
met5              0         11.58
met4              2         42.47
met2              2         71.99
[cells by family after synthesis]
| logic type | after synthesis |
|---|---|
| AOI/OAI and AO/OA | 927 |
| xor gates and xnor gates | 42 |
| adders and majority gates | 98 |
| buffers and inverters | 307 |
| DFF | 208 |
| muxes | 139 |
| and+or+nand+nor | 782 |
No activity file was given, so power comes from the tool's default toggle rates.
